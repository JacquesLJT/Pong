File: design.v
module move_ball(
	input clk, reset,
	input [9:0] X_pix, Y_pix,
	input [9:0] P1_paddle_x_location,
	input [9:0] P1_paddle_y_location,
	input [9:0] P2_paddle_x_location,
	input [9:0] P2_paddle_y_location,
	output [9:0] new_ball_x_location,
	output [9:0] new_ball_y_location,
	output [9:0] P2_location
);
	localparam H_ACTIVE = 640;
	localparam V_ACTIVE = 480;
	localparam ball_width = 5;
	localparam ball_height = 5;
	localparam paddle_width = 10;
	localparam paddle_height = 120;
	integer x_direction = 1, y_direction = 1;
	reg [9:0] x_ball, y_ball;
	reg [9:0] P2_y;
	always @(posedge clk)
	begin
			if(!reset)
				begin
					x_ball <= 318;
					y_ball <= 238;
				end
			else if(reset)
			begin
				if (y_ball == 2)
					y_direction = y_direction*-1;
				if (y_ball == (V_ACTIVE-ball_height))
					y_direction = y_direction*-1;
				if (x_ball < (P1_paddle_x_location + 10) && (y_ball > (P1_paddle_y_location)) && (y_ball < (P1_paddle_y_location + paddle_height)))
					x_direction = x_direction * -1;
				if (x_ball > (P2_paddle_x_location) && (y_ball > (P2_paddle_y_location)) && (y_ball < (P2_paddle_y_location + paddle_height)))
					x_direction = x_direction * -1;
				if (x_ball == (H_ACTIVE))
				begin
					x_ball <= 318;
					y_ball <= 238;
					y_direction = y_direction * -1;
					x_direction = x_direction * -1;
				end
				else if (x_ball == 0)
				begin
					x_ball <= 318;
					y_ball <= 238;
					y_direction = y_direction * -1;
					x_direction = x_direction * -1;
				end
				else
				begin
					x_ball <= x_ball + x_direction;
					y_ball <= y_ball - y_direction;
				end
			end
			else
			begin
				x_ball <= x_ball;
				y_ball <= y_ball;
			end
			if (y_ball < 60)
			begin
				P2_y = 0;
			end
			else if (y_ball > 420)
			begin
				P2_y = 360;
			end
			else
			begin
				P2_y = y_ball - 60;
			end
	end
	assign P2_location = P2_y;
	assign new_ball_x_location = x_ball;
	assign new_ball_y_location = y_ball;
endmodule
`timescale 10ns / 1ps
module testbench ();
	reg clk ;
	reg reset;
	reg [9:0] P1_paddle_x_location;
	reg [9:0] P1_paddle_y_location;
	reg [9:0] P2_paddle_x_location;
	reg [9:0] P2_paddle_y_location;
	wire [9:0] new_ball_x_location;
	wire [9:0] new_ball_y_location;
	wire [9:0] P2_location;
	wire [3:0] P1_score;
	wire [3:0] P2_score;
	move_ball testball(
		clk,
		reset,
		P1_paddle_x_location, 
		P1_paddle_y_location, 
		P2_paddle_x_location, 
		P2_paddle_y_location, 
		new_ball_x_location, 
		new_ball_y_location, 
		P2_location,
		P1_score,
		P2_score
	);
	initial
	begin
		P1_paddle_x_location <= 20;
		P1_paddle_y_location <= 220;
		P2_paddle_x_location <= 618;
		P2_paddle_y_location <= 220;
		reset <= 1;
		clk <= 0;
		#20 reset <= 0;
		#20 P1_paddle_y_location <= 160;
		#20 P2_paddle_y_location <= 200;
	end
	always #5 clk = ~clk;
endmodule
File: run.sh
#!/bin/bash
# OpenROAD 26Q1-2900-gdf79404cd8, Yosys 0.63+post, stock flow scripts
make -C /OpenROAD-flow-scripts/flow DESIGN_CONFIG=/design/flow/config.mk WORK_HOME=/design/flow/orfs finish
File: config.mk
export PLATFORM = sky130hd
export DESIGN_NAME = move_ball
export DESIGN_NICKNAME = move_ball
export VERILOG_FILES = /design/flow/design.v
export SDC_FILE = /design/flow/constraint.sdc
export NUM_CORES = 4
export LEC_CHECK = 1
export CORE_UTILIZATION = 40
File: constraint.sdc
current_design move_ball

set clk_period 8.0
set clk_io_pct 0.2

create_clock -name clk0 -period $clk_period [get_ports {clk}]

set non_clock_inputs [all_inputs -no_clocks]
set_input_delay [expr $clk_period * $clk_io_pct] -clock clk0 $non_clock_inputs
set_output_delay [expr $clk_period * $clk_io_pct] -clock clk0 [all_outputs]
==> run summary <==
Reports from this run.

- The hold path startpoint is y_ball[0].
- The post-placement cell area is roughly 0.0052 mm².
- The peak-usage layer in the global routing report reads met2.
- The final clock skew is 0.00603 ns.
- The area share of the largest cell type after synthesis reads 22.2%.
- The count of maximum capacitance violations reads 0.
- The instance count of the mapped netlist is between 400 and 500.
- The yosys synthesis chip area is roughly 0.0043 mm².
- The number of remaining DRC errors is 0.
- The top cell types in the final layout, fill and taps aside, are sky130_fd_sc_hd__ha_1 (77), sky130_fd_sc_hd__clkdlybuf4s50_1 (71), sky130_fd_sc_hd__inv_1 (44).
- The highest ir drop seen on vdd reads approximately 0.18 mV.
- The core area reads 0.0104 mm².
- The global route total overflow reads 0.
- The setup slack after layout reads 1.66 ns.
- The total half-perimeter wirelength after legalization and detailed placement reads just over 7 mm.
- The clock input transition at the sequential cells of the worst setup and hold paths reads roughly 0.08 ns.
- The most common library cell in the layout ignoring fill and taps reads sky130_fd_sc_hd__ha_1.
- The count of input and output buffers is 71.
- The worst-case reg-to-reg path depth reads 17.
- The post-route setup TNS is 0 ns.
- The proportion of synthesized flip-flops having asynchronous set or reset is 0%.
- In the final layout, the fill cell count is slightly above 900.
- The required time reported for the critical path endpoint is around 8.2 ns.
- The floorplan core density is a little over two fifths.
- In this run the remaining antenna-violating nets after routing total 0.
- The global routing met2 resource utilization reads 27.7%.
- The type of the most critical hold path reads register to register.
- The post-layout instance area reads 0.00530 mm².
- The number of H-tree branching levels is 2.
- The filler-free cell count of the finished design is just under 700.
- The longest clock path from root to sink contains 2 buffers.
- The horizontal die dimension reads 106 µm.
- In this run the static leakage power is between 2 and 2.5 nW.
- The portion of the post-synthesis area used by sequential elements is 26.3%.
- The final critical delay including setup and external delays is about 6.3 ns.
- The TritonCTS clock tree reads done.
- Setup repair after global routing left no endpoint under its margin.
- The number of buffers inserted to repair setup after CTS is 0.
- The overall routing resource usage is between 10% and 20%.
- The report lists the number of standard-cell rows as 37.
- The sort of element at the start of the critical path reads an input port.
- The setup slack on the worst flop-to-flop path is roughly 3.6 ns.
- The overall routed net length reads around 9.0 mm.
- The arrival time at the worst endpoint reads 6.56 ns.
- The number of iterations in the first detailed-routing pass is 4.
- The remaining max-slew budget at the tightest pin is 57.4%.
- The area growth from synthesis to layout reads 22.1%.
- The end point of the worst hold path reads y_ball[0].
- The pin count of the biggest net entering global routing reads 21.
- The met1 track demand over resource reads between 20% and 30%.
- The stage-log warning count is 51.
- In this build the clock could be raised as far as ~160 MHz.
- The worst slack at placement reads about 1.4 ns.
- At the pin with the least slew margin, the transition time is between 0.6 and 0.7 ns.
- The height of the die reads around 110 µm.
- The share of cells above drive strength 1 reads about 3.5%.
- The post-cts hold-fix buffer tally reads 0.
- The clock sink total reads between 40 and 50.
- The post-synth count of flops with an enable pin is 18.
- The final routed wire length divided by cell count reads approximately 13 µm.
- After synthesis, the cell types taking the most area are sky130_fd_sc_hd__ha_1 (22%), sky130_fd_sc_hd__dfxtp_1 (14%), sky130_fd_sc_hd__edfxtp_1 (12%).
- For this run, the leading register cell type out of synthesis is sky130_fd_sc_hd__dfxtp_1.
- After synthesis, the netlist uses 56 different library cells.
- Per the OpenROAD floorplan log, the area of the die is around 0.011 mm².
- The library cell used as clock root buffer reads sky130_fd_sc_hd__clkbuf_8.
- The mean instance size in the synthesized netlist reads ~9.5 µm².
- The number of CTS-inserted buffers is 5.
- Counting pins that exceed their max-slew limit in the final report gives 0.
- The met3 usage in global routing is less than 1%.
- By startpoint and endpoint, the worst setup path is classified as input port to register.
- The worst setup path is captured at a register.
- In this run the critical register-to-register path is captured at x_ball[9].
- The average vias per placed instance reads ~5.
- Clock latency on the worst-skew pair, taken at its later pin, is just under 0.3 ns.
- Warnings reported by Yosys during synthesis add up to 1.
- The run finished with clean final reports.
- For this run, the share of the core covered by cells in the final layout is ~51%.
- The routed layout has about 3400 vias.
- The number of cells in the yosys synthesis report reads between 400 and 500.
- The count of instances resized after the clock tree is built is 0.
- The global-route wire length before repair reads 15.2 mm.
- The number of flip-flops and latches in the synthesized netlist reads roughly 48.
- The number of primary I/O pins reads ~92.
- The final tally of setup violations reads 0.
- Total power normalized to cell area comes to around 350 mW/mm².
- The antenna cell count reads 0.
- Before any placement, the netlist area is recorded as ~0.0043 mm².
- The via count of the first global-routing pass was about 3200.
- The final power report lists total power as 1.87 mW.
- The worst hold margin is 0.508 ns.
- The number of placed cells counting well taps reads ~670.
- The period utilization reads approximately four fifths.
- The final hold violation count reads 0.
- The post-synthesis cell type with the largest combined area reads sky130_fd_sc_hd__ha_1.
- In this run the critical register-to-register path is launched from y_ball[2].
- The largest fanout of any net on the critical path is 18.
- Detailed-route iteration 0 reported a violation count of approximately 110.
- The routability congestion estimate from global placement reads approximately 0.82.
- The number of antenna violations at the first check in global routing is 0.
- Counting instances, the worst hold path has a depth of 1.
==> flip-flops by register name, summed over array words and instances, names as in the netlist <==
name,cells
P2_y,10
x_ball,10
y_ball,10
x_direction,9
y_direction,9
==> how the worst max path moves through the flow <==
| stage | to | cells past startpoint | slack [ns] | startpoint |
|---|---|---|---|---|
| after CTS | x_ball[9] | 22 | 1.64 | P1_paddle_x_location[4] |
| after global routing | x_ball[9] | 22 | 1.21 | P1_paddle_x_location[4] |
| final | x_ball[9] | 22 | 1.66 | P1_paddle_x_location[4] |
==> metal layers <==
layer	vias up	share of wire (%)
li1	1790	-
met1	1556	51
met2	34	45
met3	5	2.5
met4	0	0.90
met5	-	0
==> cell usage after synthesis, types with 2 or more instances <==
master / count
sky130_fd_sc_hd__nand4_1: 6
sky130_fd_sc_hd__a21oi_1: 27
sky130_fd_sc_hd__dfxtp_1: 30
sky130_fd_sc_hd__edfxtp_1: 18
sky130_fd_sc_hd__a221o_1: 2
sky130_fd_sc_hd__nand2b_1: 8
sky130_fd_sc_hd__buf_1: 2
sky130_fd_sc_hd__o21a_1: 2
sky130_fd_sc_hd__o211ai_1: 4
sky130_fd_sc_hd__nor3_1: 12
sky130_fd_sc_hd__or4_1: 3
sky130_fd_sc_hd__xor2_1: 26
sky130_fd_sc_hd__a211oi_1: 3
sky130_fd_sc_hd__nor2b_1: 6
sky130_fd_sc_hd__a2111oi_0: 2
sky130_fd_sc_hd__inv_1: 44
sky130_fd_sc_hd__fa_1: 2
sky130_fd_sc_hd__nor4_1: 3
sky130_fd_sc_hd__ha_1: 77
sky130_fd_sc_hd__a31oi_1: 2
sky130_fd_sc_hd__and3_1: 7
sky130_fd_sc_hd__and4_1: 2
sky130_fd_sc_hd__o21ai_0: 25
sky130_fd_sc_hd__clkbuf_1: 3
sky130_fd_sc_hd__xnor3_1: 9
sky130_fd_sc_hd__and2_1: 3
sky130_fd_sc_hd__nand3_1: 7
sky130_fd_sc_hd__nor3b_1: 2
sky130_fd_sc_hd__a221oi_1: 2
sky130_fd_sc_hd__xnor2_1: 35
sky130_fd_sc_hd__o21ai_1: 2
sky130_fd_sc_hd__a21o_1: 9
sky130_fd_sc_hd__nor2_1: 22
sky130_fd_sc_hd__nand2_1: 30
==> cell families (layout without fill, tap and decap cells) <==
kind of cell | Yosys count | after routing | share of synthesized area [%]
flip-flops | 48 | 48 | 26.3
XOR/XNOR | 71 | 71 | 17.6
AND/OR/NAND/NOR | 118 | 118 | 14.5
AND-OR/OR-AND | 91 | 91 | 13.5
buffers and inverters | 51 | 129 | 4.78
multiplexers | 1 | 1 | 0.230
adder cells (fa/ha/maj) | 79 | 79 | 23.1
==> where the power goes <==
| group | switching, mW | internal, mW | leakage, nW |
|---|---|---|---|
| Sequential | 0.128 | 0.367 | 0.427 |
| Clock | 0.0718 | 0.0609 | 0.0399 |
| Combinational | 0.547 | 0.700 | 1.96 |
| Total | 0.747 | 1.13 | 2.42 |
==> final cells by class <==
cell class              instances  area [µm²]  share of cell area (%)
multi-input cells             360        2990                    56.5
flip-flops and latches         48        1140                    21.5
repair buffers                 76         748                    14.1
well taps                     136         170                    3.21
inverters                      45         169                    3.19
clock buffers                   7        76.3                    1.44
clock inverters                 1        3.75                  0.0708
==> critical path, cell delays in order <==
cell	delay (ns)
sky130_fd_sc_hd__clkdlybuf4s50_1	0.52
sky130_fd_sc_hd__and3_1	0.20
sky130_fd_sc_hd__and3_1	0.18
sky130_fd_sc_hd__o21ai_0	0.11
sky130_fd_sc_hd__xor2_1	0.17
sky130_fd_sc_hd__ha_1	0.30
sky130_fd_sc_hd__a21oi_1	0.19
sky130_fd_sc_hd__nor3b_1	0.20
sky130_fd_sc_hd__o21ai_0	0.10
sky130_fd_sc_hd__o21ai_0	0.24
sky130_fd_sc_hd__and4b_1	0.35
sky130_fd_sc_hd__xor2_4	0.15
sky130_fd_sc_hd__buf_4	0.31
sky130_fd_sc_hd__xnor2_1	0.20
sky130_fd_sc_hd__ha_1	0.27
sky130_fd_sc_hd__a21o_1	0.15
sky130_fd_sc_hd__a21oi_1	0.27
sky130_fd_sc_hd__o211ai_1	0.19
sky130_fd_sc_hd__a2111oi_0	0.45
sky130_fd_sc_hd__a311oi_1	0.12
sky130_fd_sc_hd__nand2b_1	0.17
sky130_fd_sc_hd__mux2i_1	0.11
Power is estimated from default activity; no workload was simulated.
