## design/flow/config.mk

```make
export PLATFORM = sky130hd
export DESIGN_NAME = new_clock
export DESIGN_NICKNAME = new_clock
export VERILOG_FILES = /design/flow/design.v
export SDC_FILE = /design/flow/constraint.sdc
export NUM_CORES = 4
export LEC_CHECK = 1
export CORE_AREA = 10 10 91 91
export DIE_AREA = 0 0 101 101
```

## design/flow/constraint.sdc

```tcl
current_design new_clock

set clk_period 3.7
set clk_io_pct 0.2

create_clock -name clk0 -period $clk_period [get_ports {clk}]

set non_clock_inputs [all_inputs -no_clocks]
set_input_delay [expr $clk_period * $clk_io_pct] -clock clk0 $non_clock_inputs
set_output_delay [expr $clk_period * $clk_io_pct] -clock clk0 [all_outputs]
```

## design/flow/design.v

```verilog
module new_clock(
	input clk,
	output slow_clock
);
reg[27:0] i = 0;
always @(posedge clk)
	begin
		if (i == 125000)
		begin
			i <= 0;
			slow_clock = ~slow_clock;
		end
		else i <= i+1;
	end
endmodule 
```

## design/flow/run.sh

```bash
#!/bin/bash
# OpenROAD 26Q1-2900-gdf79404cd8, Yosys 0.63+post, stock flow scripts
make -C /OpenROAD-flow-scripts/flow DESIGN_CONFIG=/design/flow/config.mk WORK_HOME=/design/flow/orfs finish
```

==> results_dict.tcl <==
# place-and-route summary
set metrics [dict create \
    status "finished clean" \
    min_path_type "register to register" \
    htreeDepth 2 \
    critPathKind "register to output pin" \
    netlist_instances 131 \
    die_h_um 101 \
    cts-root-buf "clkbuf_8" \
    cts-hold-fix-buffers 0 \
    critPathMaxFanout 2 \
    rsz0062_at_grt "no" \
    ys_chip_area_sq_um 1330 \
    drive_gt1_frac 0.138 \
    num_vias 911 \
    cpMaxStageDelayCell "clkdlybuf4s50_1" \
    clkTransAtPathRegs_ns 0.06 \
    clock_skew_ns 0.0100 \
    numCtsBuffers 5 \
    core_area_sq_um 6350 \
    p_per_area_nw_per_um2 382 \
    cts_tree "done" \
    end_kind "output pin" \
    edf_count 1 \
    finalHoldViolCount 0 \
    timing.slew.headroom 0.539 \
    fmax_mhz 545 \
    fp_util 0.209 \
    maxSlewViolCount 0 \
    synth_cell_types 34 \
    grt_max_degree 12 \
    ff_type "dfxtp_1" \
    gr-total-overflow 0 \
    topCellsByArea "dfxtp_1 42%, xnor2_1 13%, nand4_1 4.7%" \
    first_global_vias 866 \
    io_buffer_count 1 \
    period_used_share 0.496 \
    antenna_found_initial 0 \
    yosys_cells 131 \
    crit_arrival_ns 1.09 \
    area_delta_synth_final_pct 13.6 \
    totalWireLength_mm 2.28 \
    postSynthAreaPerCell_sq_um 10.1 \
    required_ns 2.96 \
    place_congestion 0.824 \
    io_pins 2 \
    tns_ns 0 \
    top_cell "dfxtp_1" \
    grt_usage 0.0479 \
    vdd_drop_max_mv 0.212 \
    vias_per_cell 4.24 \
    die-area_sq_um 10200 \
    numSynthFlops 29 \
    final_antenna_net_count 0 \
    synthTopCellsByCount "28 x dfxtp_1, 19 x xnor2_1, 12 x nand3_1, 10 x nand4_1, 10 x nor2_1" \
    path_cells "clkdlybuf4s50_1" \
    postSynthSeqShare 0.445 \
    postCtsSetupBuffers 0 \
    startpoint_type "register" \
    async_flop_share 0 \
    setup_viol 0 \
    crit_family "buffers and inverters" \
    dr.pass1.iters 4 \
    insertion_delay_ns 0.28 \
    grt_pass1_wl_mm 4.12 \
    syn_area_sq_um 1330 \
    finalWorstSetupSlack_ns 1.87 \
    cts_resized 0 \
    worst_slew_pin_slew_ns 0.688 \
    num_rows 29 \
    die_x_um 101 \
    clkSinkCount 29 \
    yosys_warnings 2 \
    drc 0 \
    warnings 26 \
    post_drt_wl_per_cell_um 10.6 \
    p_leak_nw 0.471 \
    cts.path.max_buffers 2 \
    synth_top_area_share 0.423 \
    largest_area_cell "dfxtp_1" \
    period_minus_slack_ns 1.83 \
    critPathMaxStageDelay_ns 0.47 \
    antenna_cells 0 \
    maxCapViolations 0 \
    pre_cts_ws_ns 1.96 \
    place_hpwl_mm 1.64 \
    dr.first_iter.drc_count 33 \
    cp.buffers_inverters 1 \
]
==> final timing paths <==
path	from	to	slack [ns]	cells after the start
hold / removal	i[27]	i[27]	0.47	1
hold reg to reg	i[27]	i[27]	0.47	1
setup / recovery	slow_clock	slow_clock	1.87	1
setup reg to reg	i[7]	i[25]	1.94	4
==> metrics by stage <==
stage | hold WS (ns) | std cells | power [mW] | area [sq um] | utilization
after global routing | 0.486 | 215 | 0.599 | 1510 | 0.237
after floorplan | 0.435 | 131 | 0.321 | 1330 | -
after CTS | 0.474 | 215 | 0.582 | 1510 | 0.237
after global placement | 0.462 | 207 | 0.321 | 1420 | 0.223
final | 0.471 | 215 | 0.575 | 1510 | 0.237
after detailed placement | 0.467 | 207 | 0.321 | 1420 | 0.223
==> area by class of cell <==
cell class	count	area, sq um
fillers	666	4840
well taps	77	96.3
flip-flops and latches	29	591
inverters	5	18.8
multi-input cells	95	701
clock buffers	8	90.1
repair buffers	1	10.0
==> metal layers <==
| metal | up-vias | wire length [um] | track usage |
|---|---|---|---|
| met5 | - | 0 | 0 |
| met4 | 0 | 61 | 0.0107 |
| met3 | 7 | 107 | 0.0152 |
| met2 | 10 | 953 | 0.0737 |
| met1 | 414 | 1160 | 0.0644 |
| li1 | 480 | - | - |
==> cells by family after synthesis <==
kind of cell | count (synthesis) | share of synthesized area
buf+inv | 7 | 0.0264
flops | 29 | 0.445
xor+xnor | 24 | 0.158
fa+ha+maj | 2 | 0.0189
simple gates | 64 | 0.325
compound gates | 5 | 0.0264
==> cells in the final DEF (no fill, tap or decap), drive strengths merged <==
cell           instances
nor3                   3
nor3b                  1
a21oi                  1
nor2                  14
inv                    5
nor4                   4
nand3b                 1
nand3                 14
edfxtp                 1
ha                     2
dfxtp                 28
clkbuf                 8
a31o                   1
nor4b                  3
and3                   3
nand4                 12
nand2                  6
o41a                   1
xor2                   5
o21ai                  2
xnor2                 19
and4                   2
clkdlybuf4s50          1
nor2b                  1
==> sequential cells by signal, indices dropped and copies added, names as in the netlist <==
register,flops
i,28
slow_clock,1
==> power by group <==
part | internal [mW] | total (mW) | switching, mW
registers | 0.314 | 0.314 | 0
logic | 0 | 0.000000189 | 0
clock network | 0.151 | 0.261 | 0.110
Power and IR drop assume default switching activity.
