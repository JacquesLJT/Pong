**flow/design.v**
```verilog
module Paddle_input(
	input BUTTON0,
	input BUTTON1,
	input clk,
	input reset,
	input [9:0] P1_paddle_y_location,
	output [9:0] P1_paddle_y_newlocation
);
localparam VS = 480;
localparam HS = 640;
localparam height = 120;
localparam width = 10;
reg [9:0] P1_paddle_y;
always @(posedge clk or negedge reset)
	begin
		if(!reset)
			begin
				P1_paddle_y <= 180;
			end
		else
			begin
				if(!BUTTON0 && ((P1_paddle_y + (height))<VS))
					begin
						P1_paddle_y <= P1_paddle_y + 1;
					end
				else if(!BUTTON1 && P1_paddle_y >0)
					begin
						P1_paddle_y <= P1_paddle_y - 1;
					end
				else begin P1_paddle_y <= P1_paddle_y;
				end
			end
	end
assign P1_paddle_y_newlocation = P1_paddle_y;
endmodule 
```
**flow/constraint.sdc**
```tcl
current_design Paddle_input

set clk_period 5.5
set clk_io_pct 0.2

create_clock -name clk0 -period $clk_period [get_ports {clk}]

set non_clock_inputs [all_inputs -no_clocks]
set_input_delay [expr $clk_period * $clk_io_pct] -clock clk0 $non_clock_inputs
set_output_delay [expr $clk_period * $clk_io_pct] -clock clk0 [all_outputs]
```
**flow/run.sh**
```bash
#!/bin/bash
# OpenROAD 26Q1-2900-gdf79404cd8, Yosys 0.63+post, stock flow scripts
make -C /OpenROAD-flow-scripts/flow DESIGN_CONFIG=/design/flow/config.mk WORK_HOME=/design/flow/orfs finish
```
**flow/config.mk**
```make
export PLATFORM = sky130hd
export DESIGN_NAME = Paddle_input
export DESIGN_NICKNAME = Paddle_input
export VERILOG_FILES = /design/flow/design.v
export SDC_FILE = /design/flow/constraint.sdc
export NUM_CORES = 4
export LEC_CHECK = 1
export CORE_AREA = 10 10 72 72
export DIE_AREA = 0 0 82 82
```
==> results_slide.txt <==
Key Metrics from the Run

Placement
  • Final GP Congestion: 0.891
  • Hpwl dp: 1440 um
  • Dpl cells: 149
  • Port buffer count: 13

Clock tree
  • # Post-CTS Setup Buffers: 0
  • Clock Tree Buf Depth: 2
  • Root Driver: clkbuf_8
  • Total CTS buffers: 3
  • Hold-fix buffers, CTS: 0
  • Clock-pin slew on the worst setup and hold paths: 0.05 ns
  • PostCTS Resize Cnt: 0
  • CTS tree: yes
  • CTS H-tree lvls: 1
  • CTS sink cnt: 10
  • Latency at later pin: 0.24 ns

Yosys
  • Distinct cell type count after synthesis: 31
  • Synth Register Bits: 10
  • Post-synth top area cell: dfrtp_1
  • Sequential share of the synthesized area: 32.2%
  • Ys Warns: 1
  • Mapped Avg Cell Area: 8.91 um2
  • Yosys Chip Area: 793 um2
  • Biggest area cells: dfrtp_1 (19%), dfstp_2 (13%), ha_1 (13%)
  • Post-Synthesis Cell Area: 793 um2
  • Count leader, synth: nand2_1
  • Ys flop type: dfrtp_1
  • Post-synth ARST share: 100%
  • Top-area cell share: 18.9%
  • Post-synth top cells: nand2_1 (10), ha_1 (8), o21ai_0 (8)
  • Ys cells: 89
  • EDFF count, synth: 0
  • Syn Inst Count: 89

Layout
  • Comb. cell area: 515 um2
  • Final Non-Filler Cells: 153
  • Largest reg by FF count: P1_paddle_y
  • FF/Latch Area: 255 um2
  • Finished Core Util: 27.8%
  • Largest register FFs: 10
  • Area grow syn2layout: 29.5%
  • Layout fillers: 393
  • Share of layout cells above drive strength 1: 12.4%
  • Largest regs: P1_paddle_y x10

Global routing
  • Largest net degree at the start of global routing: 18
  • GRT Overall Usage: 5.82%
  • Antenna violations before repair: 0
  • First-pass GRT wire length: 3220 um
  • Via count of the first global-routing pass: 685
  • Global route total overflow: 0

Die
  • Die ar.: 0.00672 mm2
  • Die Span Y: 82 um
  • Row cnt: 22
  • Fp_density: 21.5%
  • Core Region: 0.00369 mm2
  • Die W: 82 um
  • # IOs: 24

Routing
  • Vias per std cell: 4.67
  • Detailed Route Iter0 Violations: 64
  • TritonRoute pass-1 iters: 4
  • Avg WL per Cell: 12.4 um
  • Diode count: 0
  • Via Count: 714
  • WL final: 1890 um
  • ANT nets after route: 0
  • DRC violation count after routing: 0

Hold path
  • Worst Hold Class: reg2reg
  • HP Start: P1_paddle_y[2]

Timing
  • Pins Over Slew Limit: 0
  • Final setup skew: 0.00357 ns
  • Setup TNS: 0 ns
  • Max-slew headroom: 69.3%
  • Worst Max-Slew Pin Slew: 0.455 ns
  • Fin crit period: 3.50 ns
  • # setup viols final: 0
  • Max Clock Freq: 286 MHz
  • Final Hold Vio Count: 0
  • Post-layout period usage: 63.6%
  • Unrepaired setup endpoints after global routing: false

Critical path
  • Worst Setup SP: BUTTON0
  • CP Capture Type: flop
  • Worst Path Required: 5.61 ns
  • Worst Path Arrival: 3.60 ns
  • Kind of start point of the critical path: input port
  • Worst r2r src: P1_paddle_y[5]
  • Peak fanout along the critical path: 8
  • Crit Path Class: in2reg

Pwr
  • Pwr dens: 760 mW/mm2
  • P_leak: 0.413 nW
  • Power Total: 0.780 mW
  • Peak supply drop: 0.137 mV

Run
  • Tool warnings: 35
  • Max Cap Viol: 0

Run status
  • Status: finished clean
## per-layer routing
metal,part of all wire [%],GRT usage (%),up-vias,routed length (um)
met1,46,7.96,332,863
met4,1.8,1.02,0,34
li1,-,-,357,-
met5,0,0,-,0
met3,7.6,1.65,2,144
met2,45,9.09,23,850
## final timing paths
kind | slack [ns] | cells past startpoint | to
max in group asynchronous | 3.97 | 1 | P1_paddle_y[7]
worst max-delay path | 2.00 | 11 | P1_paddle_y[6]
worst max register to register | 2.62 | 10 | P1_paddle_y[6]
worst min register to register | 0.50 | 2 | P1_paddle_y[2]
min in group asynchronous | 1.18 | 1 | P1_paddle_y[0]
worst min-delay path | 0.50 | 2 | P1_paddle_y[2]
## area by class of cell
type | count | share of cell area, %
multi-input cells | 75 | 50.2
repair buffers | 13 | 12.7
inverters | 3 | 1.10
well taps | 48 | 5.85
flip-flops and latches | 10 | 24.8
clock buffers | 4 | 5.36
## cells by family (layout without fill, tap and decap cells)
family,count (synthesis),count (layout),share of synthesized area (%)
AND/OR/NAND/NOR,29,29,17.5
buffers and inverters,4,20,2.84
XOR/XNOR,6,6,6.62
flip-flops,10,10,32.2
adder cells (fa/ha/maj),9,9,15.1
AND-OR/OR-AND,31,31,25.7
## power by group
group | switching, mW | total [mW] | internal [mW]
sequential | 0.0552 | 0.183 | 0.128
combinational | 0.249 | 0.505 | 0.256
clock | 0.0297 | 0.0927 | 0.0630
## stage by stage
stage	hold slack, ns	setup WS [ns]	cell area, um2
2_1_floorplan	0.467	2.50	793
3_3_place_gp	0.497	1.90	972
3_5_place_dp	0.501	1.77	972
4_1_cts	0.511	2.00	1030
5_1_grt	0.541	1.73	1030
6_report	0.505	2.00	1030
## critical path: stages
cell and delay (ns):
clkdlybuf4s50_1 0.41, a21oi_1 0.12, o21ai_0 0.19, nor2_1 0.21
inv_1 0.19, ha_1 0.40, o211ai_1 0.22, a21oi_1 0.06
a211oi_1 0.42, xor2_1 0.19, o21ai_0 0.09
## placed cells by master, fill, tap and decap left out, types with 2 or more instances in the layout
master | netlist | layout
o21ai_0 | 8 | 8
dfstp_2 | 4 | 4
inv_1 | 3 | 3
xnor2_1 | 2 | 2
clkdlybuf4s50_1 | 0 | 13
a31o_2 | 2 | 2
nor3_1 | 3 | 3
a21oi_1 | 6 | 6
clkbuf_8 | 0 | 4
o21a_1 | 2 | 2
nor2_1 | 6 | 6
nand2_1 | 10 | 10
nand2b_1 | 3 | 3
o31ai_1 | 2 | 2
nor4_1 | 2 | 2
xor2_1 | 4 | 4
a21oi_2 | 2 | 2
dfrtp_1 | 6 | 6
a21o_1 | 3 | 3
ha_1 | 8 | 8
Power is estimated from default activity; no workload was simulated.
